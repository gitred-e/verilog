**design.v**
```verilog
module RTDC(
	output reg [3:0]SEC_L,SEC_M,MIN_L,MIN_M,HRL,HRM,
	input CLK,RST
);
always @(posedge CLK) begin
	if(RST) begin
		SEC_L='d0;
		SEC_M='d0;
		MIN_L='d0;
		MIN_M='d0;
		HRL='d0;
		HRM='d0;
	end
	else begin
		if(SEC_L=='d9) begin
			SEC_L='d0;
			if(SEC_M=='d5) begin
				SEC_M='d0;
			end
			else begin
				SEC_M=SEC_M+1;
			end
		end
		else begin
			SEC_L=SEC_L+1;
		end
		if(SEC_M=='d0 && SEC_L=='d0) begin
			if(MIN_L=='d9) begin
				MIN_L='d0;
				if(MIN_M=='d5) begin
					MIN_M='d0;
				end
				else begin
					MIN_M=MIN_M+1;
				end
			end
			else begin
				MIN_L=MIN_L+1;
			end
			if(MIN_L=='d0 && MIN_M=='d0) begin
				if(HRL=='d9) begin
					HRL='d0;
					HRM=HRM+1;
				end
				else begin
					if(HRM=='d2 && HRL=='d3) begin
						HRL='d0;
						HRM='d0;
					end
					else begin
						HRL=HRL+1;
					end
				end
			end
		end
	end
end
endmodule
```
**run.sh**
```bash
#!/bin/bash
# OpenROAD 26Q1-2900-gdf79404cd8, Yosys 0.63+post, stock flow scripts
make -C /OpenROAD-flow-scripts/flow DESIGN_CONFIG=/design/flow/config.mk WORK_HOME=/design/flow/orfs finish
```
**config.mk**
```make
export PLATFORM = sky130hd
export DESIGN_NAME = RTDC
export DESIGN_NICKNAME = RTDC
export VERILOG_FILES = /design/flow/design.v
export SDC_FILE = /design/flow/constraint.sdc
export NUM_CORES = 4
export LEC_CHECK = 1
export CORE_UTILIZATION = 30
```
**constraint.sdc**
```tcl
current_design RTDC

set clk_period 3.9
set clk_io_pct 0.2

create_clock -name clk0 -period $clk_period [get_ports {CLK}]

set non_clock_inputs [all_inputs -no_clocks]
set_input_delay [expr $clk_period * $clk_io_pct] -clock clk0 $non_clock_inputs
set_output_delay [expr $clk_period * $clk_io_pct] -clock clk0 [all_outputs]
```
==> summary.rpt <==
PHYSICAL IMPLEMENTATION REPORT
----------------------------------------------------
[Final layout]
  Final core utilization ........................ around two fifths
  Relative area change from synthesis to final layout ........................ 24.4%
  Fraction of final layout cells sized beyond drive strength 1 ........................ under 10%

[CTS]
  CTS Buf Count ........................ 3
  Post-CTS setup-driven buffer insertion count ........................ 0
  Clock latency at the later pin of the worst-skew pair ........................ approximately 0.26 ns
  Root buf cell ........................ sky130_fd_sc_hd__clkbuf_8
  Sink count of the clock tree ........................ 24
  CTS H-tree depth ........................ 1
  TritonCTS clock tree ........................ yes
  Count of hold-fix buffers inserted at cts ........................ 0
  Number of buffers between clock root and the deepest sink ........................ 2
  Resized Gates After CTS ........................ 0
  Clock transition at the register clock pins on the worst setup and hold paths after CTS ........................ roughly 0.08 ns

[STA]
  Max-slew violations ........................ 0
  Unrepaired setup endpoints after global routing ........................ false
  Post-route setup TNS ........................ 0 ns
  Setup violation total in the final timing report ........................ 0
  Count of endpoints failing hold in the final timing report ........................ 0
  Pin slew with the least headroom to its limit ........................ 0.865 ns
  Share of the clock period used by the worst path after layout ........................ a little over half
  Clock period minus worst slack ........................ 2.13 ns
  Worst slew margin relative to its limit ........................ a little over two fifths
  Maximum operating frequency ........................ 469 MHz
  Clk_skew ........................ 0.00441 ns

[Logic synthesis]
  Synth Area in Adders ........................ around 3.8%
  Aoi/oai-family share of the synthesized area ........................ between 20 and 25%
  Area fraction in mux cells ........................ roughly 3.8%
  Number of instances in the synthesized netlist ........................ approximately 150
  Sequential element share of the synthesized area ........................ a little over a third
  YS warnings ........................ 1
  Flip-flop and latch count after synthesis ........................ 24
  Cell Area, Synth ........................ around 0.0013 mm²
  EDFF count, synth ........................ 0
  Prevailing post-synth register cell ........................ sky130_fd_sc_hd__dfxtp_1
  Simple-Gate Fraction of Synth Area ........................ 24.4%
  XOR Share, Synth ........................ approximately 4.7%
  Dominant kind of combinational cell ........................ simple AND/OR/NAND/NOR gates
  Synth async-reset ratio ........................ 0%
  Summed standard-cell area reported by yosys ........................ 0.00132 mm²
  Unique cell type count in the Yosys netlist ........................ around 47
  Count of instantiated cells in the yosys netlist ........................ around 150
  Mean area per synthesized cell ........................ between 8 and 9 µm²

[Placement]
  HPWL reported at the end of detailed placement ........................ 1940 µm
  Count of port buffers added during placement ........................ 25
  Gpl congestion ........................ slightly below 0.8

[Power]
  Internal cell power ........................ ~0.32 mW
  Relative contribution of the clock network to total power ........................ around 35%
  Leakage power of the design ........................ between 0.5 and 0.6 nW
  Power Density ........................ roughly 250 mW/mm²
  Net Switching ........................ between 0.08 and 0.09 mW
  Switching share of power ........................ about a fifth
  Relative contribution of combinational cells to total power ........................ about 3.6%
  IR drop worst, VDD ........................ 0.103 mV
  Post-route total power ........................ approximately 0.41 mW
  Sequential group share of total power ........................ between 60% and 70%

[Die]
  Initial Utilization ........................ between 30 and 40%
  Area of the placeable core ........................ slightly above 0.004 mm²
  Full die area ........................ 0.00466 mm²
  Chip height ........................ 68.3 µm
  Row count ........................ 23
  Top-level port count ........................ 26
  Horizontal extent of the die ........................ 68.3 µm

[Detailed routing]
  Iteration tally of the first detailed-router pass ........................ 4
  Drc violations ........................ 0
  Antenna fix cells ........................ 0
  Total wire length ........................ roughly 2700 µm
  Count of routing violations after the opening detailed-route iteration ........................ ~71
  Via density per instance ........................ about 5.3
  Via count of the routed design ........................ 1178
  Routed length per instance ........................ ~12 µm
  Post-route ant nets ........................ 0

[GRT]
  Global-route wire length before repair ........................ approximately 4500 µm
  Maximum number of pins on one net before global-route repair ........................ 26
  Initial antenna violation count ........................ 0
  GRT Overall Usage ........................ roughly 13%
  Total overflow reported by the global router ........................ 0
  Vias in the first global route ........................ 971

[Setup path]
  Data required time at the worst endpoint ........................ 4.04 ns
  Kind of start point of the critical path ........................ primary input
  Critical setup path kind ........................ primary input to register
  Critical Path Sink Type ........................ register
  Data arrival time at the worst-slack endpoint ........................ ~2.3 ns
  Maximum fanout encountered on the critical timing path ........................ 25

[Flow run]
  Maximum capacitance violations ........................ 0
  Number of logged tool warnings ........................ 27

[Run status]
  Result of the run ........................ complete, no violations

[Hold path]
  Type of the tightest min-delay check ........................ register to register

----------------------------------------------------
critical path, stage by stage:
cell and delay (ns):
sky130_fd_sc_hd__clkdlybuf4s50_1 1.03, sky130_fd_sc_hd__nand2b_1 0.21, sky130_fd_sc_hd__a2bb2oi_1 0.15, sky130_fd_sc_hd__o21ai_0 0.09
path summary, 6_finish.rpt:
kind,start,to,slack [ns],cells past startpoint
hold / removal,HRM[2],HRM[2],0.53,2
hold reg to reg,HRM[2],HRM[2],0.53,2
setup / recovery,RST,HRM[3],1.77,4
setup reg to reg,MIN_M[2],HRM[2],1.77,5
metal layers:
| metal | GRT usage (%) | up-vias | share of wire (%) |
|---|---|---|---|
| met5 | 0 | - | 0 |
| met4 | 1.82 | 0 | 0.98 |
| met3 | 1.35 | 2 | 2.0 |
| met2 | 17.6 | 13 | 44 |
| met1 | 20.8 | 557 | 53 |
| li1 | - | 606 | - |
power groups by stage:
stage	registers, mW	logic, mW	clock network (mW)
after CTS	0.253	0.0151	0.150
after global routing	0.253	0.0166	0.161
final	0.253	0.0149	0.142
area by class of cell:
type,count,area [µm²]
inverter,7,26.3
multi-input combinational,113,778
fill,421,2480
timing repair buffer,25,250
sequential,24,480
clock buffer,3,41.3
tap,50,62.6
cells in the mapped netlist, drive strengths merged, types with 2 or more instances:
cell type / instances / area share [%]
inv: 7 / 2.0
and4: 3 / 2.2
and3b: 2 / 1.3
nor4: 2 / 0.95
dfxtp: 24 / 36
xnor2: 6 / 4.0
nand3: 3 / 1.1
nand2: 11 / 3.1
a31oi: 4 / 1.9
a211oi: 4 / 2.7
a21oi: 12 / 4.6
a21boi: 2 / 1.1
nor2b: 2 / 0.95
nand2b: 3 / 1.4
nor2: 14 / 4.0
mux2i: 5 / 3.8
o211ai: 2 / 1.1
buf: 3 / 1.0
or3: 3 / 1.6
nand3b: 3 / 1.7
clkbuf: 5 / 1.4
ha: 4 / 3.8
a311oi: 4 / 2.7
o21ai: 6 / 2.3
state kept, by name, summed over array words and instances, names as in the netlist:
name	cells
MIN_M	4
HRM	4
SEC_L	4
MIN_L	4
HRL	4
SEC_M	4
through the flow:
step           worst slack [ns]  hold WS, ns  cells  instance area, µm²
3_3_place_gp               1.51        0.506    219                1600
5_1_grt                    1.60        0.563    222                1640
4_1_cts                    1.76        0.536    222                1640
6_report                   1.77        0.533    222                1640
3_5_place_dp               1.49        0.523    219                1600
2_1_floorplan              2.00        0.465    152                1320
cells in the final DEF, fill, tap and decap left out, types with 2 or more instances in the layout:
cell and instances:
sky130_fd_sc_hd__ha_1 4, sky130_fd_sc_hd__dfxtp_1 24, sky130_fd_sc_hd__nand2_1 11, sky130_fd_sc_hd__a311oi_1 4, sky130_fd_sc_hd__nor4_1 2, sky130_fd_sc_hd__and4_2 2
sky130_fd_sc_hd__nor2_1 14, sky130_fd_sc_hd__or3_2 2, sky130_fd_sc_hd__nand3_1 3, sky130_fd_sc_hd__xnor2_1 6, sky130_fd_sc_hd__inv_1 7, sky130_fd_sc_hd__nor2b_1 2
sky130_fd_sc_hd__mux2i_1 5, sky130_fd_sc_hd__nand3b_1 3, sky130_fd_sc_hd__a21oi_1 12, sky130_fd_sc_hd__nand2b_1 3, sky130_fd_sc_hd__and3b_1 2, sky130_fd_sc_hd__a31oi_1 4
sky130_fd_sc_hd__clkdlybuf4s50_1 25, sky130_fd_sc_hd__clkbuf_8 3, sky130_fd_sc_hd__a211oi_1 3, sky130_fd_sc_hd__o21ai_0 6, sky130_fd_sc_hd__o211ai_1 2
cells by family (layout without fill, tap and decap cells):
logic type | after synthesis | after routing
compound gates | 42 | 42
xor+xnor | 7 | 7
fa+ha+maj | 4 | 4
buf+inv | 15 | 35
flops | 24 | 24
mux | 5 | 5
simple gates | 55 | 55
Power figures rest on the tool's default switching activity, not on a simulated workload.
