==> /design/flow/design.v <==
module fifo_sync(
    output full,empty,
    output reg [4:0]dout,
    input [4:0]din,
    input wen,ren,rst,clock
);
reg [2:0]wptr,rptr;
reg [2:0]count;
reg [4:0]mem[0:4];
assign full=(count==5);
assign empty=(count==0);
always @(posedge clock)
begin
    if(rst) wptr<='d0;
    else if(wen)
    begin
        mem[wptr]<=din;
        wptr<=wptr+1;
    end
end
always @(posedge clock)
begin
    if(rst) rptr<='d0;
    else if(ren)
    begin
        dout<=mem[rptr];
        rptr<=rptr+1;
    end
end
always @(posedge clock)
begin
    if(rst) count<='d0;
    else
    begin
        case({wen,ren})
        2'b10:count<=count+1;
        2'b01:count<=count-1;
        2'b11:count<=count;
        2'b00:count<=count;
        default:count<=count;
        endcase
    end
end
endmodule
==> /design/flow/run.sh <==
#!/bin/bash
# OpenROAD 26Q1-2900-gdf79404cd8, Yosys 0.63+post, stock flow scripts
make -C /OpenROAD-flow-scripts/flow DESIGN_CONFIG=/design/flow/config.mk WORK_HOME=/design/flow/orfs finish
==> /design/flow/config.mk <==
export PLATFORM = sky130hd
export DESIGN_NAME = fifo_sync
export DESIGN_NICKNAME = fifo_sync
export VERILOG_FILES = /design/flow/design.v
export SDC_FILE = /design/flow/constraint.sdc
export NUM_CORES = 4
export LEC_CHECK = 1
export CORE_UTILIZATION = 40
==> /design/flow/constraint.sdc <==
current_design fifo_sync

set clk_period 2.0
set clk_io_pct 0.2

create_clock -name clk0 -period $clk_period [get_ports {clock}]

set non_clock_inputs [all_inputs -no_clocks]
set_input_delay [expr $clk_period * $clk_io_pct] -clock clk0 $non_clock_inputs
set_output_delay [expr $clk_period * $clk_io_pct] -clock clk0 [all_outputs]
==> impl_metrics.json <==
{
  "outcome": "finished clean",
  "ys_area_sq_um": 1580,
  "post_route_cells_drive_above_1_share": 0.172,
  "finalSetupViolCount": 0,
  "setup-tns-final_ns": 0,
  "top_area_frac": 0.571,
  "post_layout_utilization_of_the_core": 0.527,
  "cts_buffer_depth": 2,
  "post_dp_cell_area_sq_um": 1870,
  "seq_area_frac_synth": 0.685,
  "mostFrequentLayoutCell": "sky130_fd_sc_hd__edfxtp_1",
  "first_iter_violations": 47,
  "timing.final.crit_period_ns": 1.91,
  "antenna-diode-count": 0,
  "number_of_vias_in_the_routed_layout": 929,
  "worst_hold_slack_ns": 0.530,
  "ys_seq_elements": 39,
  "io_buffers": 15,
  "power.density_nw_per_um2": 842,
  "cap_viol_max_count": 0,
  "cts_hold_buffers": 0,
  "min_path_type": "reg -> reg",
  "worstPathCellList": "clkdlybuf4s50_1 -> ha_1 -> inv_1 -> fa_1 -> xor2_1 -> or3_1 -> a21oi_1",
  "fp_util": 0.425,
  "first_pass_grt_wire_length_um": 3990,
  "cts.root.buffer_cell": "sky130_fd_sc_hd__clkbuf_8",
  "site_row_count": 22,
  "postLayoutCellArea_sq_um": 1960,
  "global_route_congestion_overflow_total": 0,
  "yosys_warning_tally": 1,
  "clock_tree_from_tritoncts": "built",
  "area_growth_pct": 24.0,
  "area_leaders": "sky130_fd_sc_hd__edfxtp_1 57%, sky130_fd_sc_hd__dfxtp_1 11%, sky130_fd_sc_hd__mux2i_1 4.4%",
  "final.period_utilization": 0.956,
  "critical_path_arrival_ns": 2.13,
  "per_cell_via_count_in_the_routed_design": 4.81,
  "post_synth_design_cell_area_sq_um": 1580,
  "yosys-stat-cells": 112,
  "dieHeight_um": 64.8,
  "clock_sink_count": 39,
  "finalClockSkew_ns": 0.00277,
  "syn_inst": 112,
  "final-max-slew-violation-count": 0,
  "clkSlewWorstSetupHoldPaths_ns": 0.07,
  "stdcell_count": 193,
  "chipArea_sq_um": 4200,
  "timing.fmax_mhz": 523,
  "crit_path_start_kind": "input port",
  "tally_of_unique_sky130hd_cells_used_after_synthesis": 25,
  "power.leakage_nw": 0.734,
  "irDropWorstVdd_v": 0.000451,
  "dp.cells": 185,
  "first_global_vias": 846,
  "fillCellCount": 317,
  "antenna_found_initial": 0,
  "timing.critical_path.fanout_max": 2,
  "max_slew_margin": 0.646,
  "final_layout_top_logic_cells": "30 x sky130_fd_sc_hd__edfxtp_1, 15 x sky130_fd_sc_hd__clkdlybuf4s50_1, 13 x sky130_fd_sc_hd__buf_4",
  "numCtsBuffers": 5,
  "hpwlAfterDp_um": 1690,
  "cts_max_level": 2,
  "width_of_the_chip_um": 64.8,
  "wirelength_um": 2410,
  "timing_hold_violations_final": 0,
  "unrepaired_setup_endpoints_after_global_routing": "no",
  "ios": 16,
  "residual_drc_count": 0,
  "core-area_sq_um": 3720,
  "timing_worst_setup_path_type": "in -> reg",
  "insertion_delay_ns": 0.28,
  "grt_start_max_net_pins": 15,
  "firstDrtPassIters": 4,
  "syn-mean-instance-area_sq_um": 14.1,
  "post_cts_buffers": 0,
  "cp_data_required_time_ns": 2.21,
  "gp_routability_congestion": 0.812,
  "cp_slowest_stage_delay_ns": 0.50,
  "detail-route-antenna-nets": 0,
  "cts-resized-gates": 0,
  "worstMarginPinSlew_ns": 0.531,
  "gr-usage-all-layers": 0.139,
  "crit_path_end_kind": "flop",
  "routed_wire_length_per_instance_um": 12.5,
  "yosysTopAreaCell": "sky130_fd_sc_hd__edfxtp_1",
  "critical_path.slowest_cell": "sky130_fd_sc_hd__clkdlybuf4s50_1",
  "warning_count": 25
}
[per-layer routing]
metal,global-route usage,share of wire,vias to the layer above
met5,0,0,-
met1,0.215,0.47,436
li1,-,-,470
met4,0.0222,0.0087,0
met3,0.0589,0.061,2
met2,0.199,0.46,21
[logic make-up after synthesis]
| family | after synthesis | synth area share |
|---|---|---|
| xor+xnor | 6 | 0.0333 |
| simple gates | 31 | 0.106 |
| fa+ha+maj | 4 | 0.0365 |
| compound gates | 13 | 0.0610 |
| buf+inv | 12 | 0.0341 |
| flops | 39 | 0.685 |
| mux | 7 | 0.0444 |
[worst paths after layout]
path            start  endpoint  slack [ns]  cells past startpoint
max               ren  count[2]        0.09                      7
min          count[2]  count[2]        0.53                      2
max reg2reg  count[0]  count[2]        0.43                      5
min reg2reg  count[2]  count[2]        0.53                      2
[worst max-delay path, delay by kind of cell]
family / cells / cell delay [ns]
buffers and inverters: 2 / 0.56
adders and majority gates: 2 / 0.55
and+or+nand+nor: 1 / 0.31
xor gates and xnor gates: 1 / 0.16
AOI/OAI and AO/OA: 1 / 0.15
[area by class of cell]
| type | count | area (sq um) | share of cell area |
|---|---|---|---|
| Multi-Input combinational cell | 61 | 444 | 0.227 |
| Tap cell | 48 | 60.1 | 0.0307 |
| Inverter | 9 | 33.8 | 0.0173 |
| Clock buffer | 7 | 86.3 | 0.0441 |
| Clock inverter | 1 | 5.00 | 0.00256 |
| Timing Repair Buffer | 28 | 248 | 0.127 |
| Sequential cell | 39 | 1080 | 0.552 |
[power breakdown]
part	leakage (nW)	internal, mW	switching [mW]
registers	0.347	0.912	0.0291
logic	0.338	0.107	0.0765
clock network	0.0482	0.278	0.247
total	0.734	1.30	0.353
[flip-flops by register name (all words and copies together), names as in the netlist]
| register | cells |
|---|---|
| mem | 25 |
| dout | 5 |
| count | 3 |
| rptr | 3 |
| wptr | 3 |
[metrics by stage]
stage	worst slack [ns]	power (mW)
floorplan	0.330	1.05
global placement	-0.124	1.14
detailed placement	-0.198	1.14
CTS	0.0992	1.67
global route	0.00924	1.74
finish	0.0878	1.65
[cells in the mapped netlist]
library cell / instances
sky130_fd_sc_hd__edfxtp_1: 30
sky130_fd_sc_hd__nor2_1: 12
sky130_fd_sc_hd__dfxtp_1: 9
sky130_fd_sc_hd__inv_1: 9
sky130_fd_sc_hd__mux2i_1: 7
sky130_fd_sc_hd__a211oi_1: 5
sky130_fd_sc_hd__a221oi_1: 5
sky130_fd_sc_hd__and2b_2: 5
sky130_fd_sc_hd__nand2_1: 4
sky130_fd_sc_hd__xor2_1: 4
sky130_fd_sc_hd__ha_1: 3
sky130_fd_sc_hd__a21oi_1: 2
sky130_fd_sc_hd__and3_1: 2
sky130_fd_sc_hd__nor3_1: 2
sky130_fd_sc_hd__or3_1: 2
sky130_fd_sc_hd__xnor2_1: 2
sky130_fd_sc_hd__and3b_1: 1
sky130_fd_sc_hd__buf_2: 1
sky130_fd_sc_hd__buf_6: 1
sky130_fd_sc_hd__clkbuf_1: 1
sky130_fd_sc_hd__fa_1: 1
sky130_fd_sc_hd__nand2b_1: 1
sky130_fd_sc_hd__nor2b_1: 1
sky130_fd_sc_hd__nor3b_1: 1
sky130_fd_sc_hd__o21ai_0: 1
No activity file was given, so power comes from the tool's default toggle rates.
