[run.sh]
#!/bin/bash
# OpenROAD 26Q1-2900-gdf79404cd8, Yosys 0.63+post, stock flow scripts
make -C /OpenROAD-flow-scripts/flow DESIGN_CONFIG=/design/flow/config.mk WORK_HOME=/design/flow/orfs finish
[config.mk]
export PLATFORM = sky130hd
export DESIGN_NAME = sp_sram
export DESIGN_NICKNAME = sp_sram
export VERILOG_FILES = /design/flow/design.v
export SDC_FILE = /design/flow/constraint.sdc
export NUM_CORES = 4
export LEC_CHECK = 1
export CORE_UTILIZATION = 40
[constraint.sdc]
current_design sp_sram

set clk_period 3.7
set clk_io_pct 0.2

create_clock -name clk0 -period $clk_period [get_ports {clk}]

set non_clock_inputs [all_inputs -no_clocks]
set_input_delay [expr $clk_period * $clk_io_pct] -clock clk0 $non_clock_inputs
set_output_delay [expr $clk_period * $clk_io_pct] -clock clk0 [all_outputs]
[design.v]
module sp_sram(
    output reg [7:0]dout,
    input [7:0]din,
    input [2:0]addr,
    input wr_en,rst,clk
);
reg [7:0]sram[0:7];
always @(posedge clk)
begin
if(rst)        dout       <= 'd0;
else if(wr_en) sram[addr] <= din;
else           dout       <= sram[addr];
end
endmodule
==> Flow_metrics.wiki <==
== Metrics ==
{| class="wikitable"
! Metric !! Value
|-
| Buffers from clock root to sink, at most || 2
|-
| Vias in the first global route || between 1.5k and 2k
|-
| Clk Tree Root Cell || sky130_fd_sc_hd__clkbuf_8
|-
| Number of antenna violations at the first check in global routing || 0
|-
| Met3 Wirelength || roughly 470 µm
|-
| Relative slew slack || a little over half
|-
| Final weighted congestion of routability-driven global placement || 0.909
|-
| # H-tree levels || 3
|-
| Synth-to-Final Area Change || 16.2%
|-
| Worst Path Arrival || between 2 and 2.5 ns
|-
| Summed area of non-filler cells in the final layout || 3300 µm²
|-
| Critical path destination || sram[1][7]$_DFFE_PP_
|-
| Power density over cell area || 473 nW/µm²
|-
| HPWL after detailed placement || between 3000 and 4000 µm
|-
| Synth flops || approximately 72
|-
| Number of nets with antenna violations after routing || 0
|-
| N_diodes || 0
|-
| I/O pin count || 22
|-
| Area fraction of the dominant cell type after synthesis || roughly two thirds
|-
| Distinct cell type count after synthesis || 21
|-
| Cell Rows || 30
|-
| Detailed Route Iter0 Violations || ~160
|-
| Setup Total Neg Slack || 0 ns
|-
| Core utilization before placement || 41.6%
|-
| Global Route Usage Sum || 17.6%
|-
| Layout cells sized above 1 || 9.09%
|-
| Number of cells in the yosys synthesis report || 181
|-
| Overall die area || ~7400 µm²
|-
| Count of port buffers added during placement || 21
|-
| Wire length of the first global-routing pass || 8630 µm
|-
| Unrepaired setup endpoints after global routing || no
|-
| YS chip area || about 2800 µm²
|-
| Final tally of max-slew violations || 0
|-
| Synthesis warning total || 1
|-
| Clock net sink count || 72
|-
| Clock buffer count from CTS || 9
|-
| Highest metal layer with signal wires || met4
|-
| Clock-pin slew on the worst setup and hold paths || approximately 0.060 ns
|-
| Final Hold Fails || 0
|-
| Number of iterations in the first detailed-routing pass || 4
|-
| Final period demand of the worst path || 2.49 ns
|-
| Total Wirelength || 5410 µm
|-
| Highest clock rate || approximately 0.4 GHz
|-
| Reported max-cap violation count || 0
|-
| Most instantiated cells after synthesis || 64 x sky130_fd_sc_hd__edfxtp_1, 32 x sky130_fd_sc_hd__mux2i_1, 23 x sky130_fd_sc_hd__nor2_1
|-
| Max rail drop VDD || 0.241 mV
|-
| Overflow left after global routing || 0
|-
| Routed WL per cell || 17.7 µm
|-
| Maximum fanout count along the critical path || 13
|-
| Element type at the critical path start || input port
|-
| Most common reg cell || sky130_fd_sc_hd__edfxtp_1
|-
| Number of logged tool warnings || 25
|-
| Flip-flops with a built-in enable || 64
|-
| Post-cts repair resize count || 0
|-
| Setup Buffers After CTS || 0
|-
| Leading area contributor after synthesis || sky130_fd_sc_hd__edfxtp_1
|-
| Detail Route met2 WL || 2410 µm
|-
| Horizontal die dimension || 86.3 µm
|-
| Clock insertion delay at the later pin of the skew report || 0.34 ns
|-
| Most numerous cell in the Yosys netlist || sky130_fd_sc_hd__edfxtp_1
|-
| Sort of element at the end of the critical path || flop
|-
| Via-to-Cell Ratio || 4.95
|-
| Post-route clock period utilization || 67.3%
|-
| Sequential area share after synthesis || 73.3%
|-
| Source of the worst register-to-register timing path || sram[1][0]$_DFFE_PP_
|-
| Routed metal-1 wire length || ~2500 µm
|-
| Hold/Removal Path Class || reg2reg
|-
| Path depth of the worst reg2reg path || 3
|-
| Chip height || 86.3 µm
|-
| Final setup fails || 0
|-
| Netlist area before placement || about 2800 µm²
|-
| Utilization after layout || between 40% and 50%
|-
| Reg-to-reg slack, setup || 2.41 ns
|-
| Total via count after detailed routing || 1,509
|-
| Clock tree skew after final layout || 0.00662 ns
|-
| Mean post-synth cell area || 15.7 µm²
|-
| Clock tree from TritonCTS || built
|-
| Count of unresolved DRC violations after routing || 0
|-
| CP startpoint || rst
|-
| Result of the run || complete, no violations
|-
| Leakage dissipation || 1.13 nW
|-
| Area after detailed placement || 3120 µm²
|-
| Setup Crit Path Kind || in2reg
|-
| Worst reg2reg path endpoint || dout[0]$_SDFFE_PP0N_
|-
| Largest net degree at the start of global routing || 23
|-
| Worst Max-Slew Pin Slew || 0.699 ns
|-
| Placeable core region || approximately 6800 µm²
|-
| CP Data Required Time || 3.67 ns
|-
| Fraction of registers with async set or reset after synthesis || 0%
|-
| Most area-consuming cells after synthesis || sky130_fd_sc_hd__edfxtp_1 68%, sky130_fd_sc_hd__mux2i_1 11%, sky130_fd_sc_hd__dfxtp_1 5.6%, sky130_fd_sc_hd__o41a_1 3.2%, sky130_fd_sc_hd__nor2_1 3.0%
|-
| Hold_buf cts || 0
|-
| Instance tally after logic synthesis || 181
|}
-- registers in the layout, summed over array words and instances (netlist names) --
| signal | cells |
|---|---|
| sram | 64 |
| dout | 8 |
-- metal layers --
| layer | vias to the layer above | track usage [%] |
|---|---|---|
| li1 | 732 | - |
| met1 | 719 | 28.5 |
| met2 | 52 | 25.2 |
| met3 | 6 | 8.02 |
| met4 | 0 | 1.67 |
| met5 | - | 0 |
-- through the flow --
| step | hold slack (ns) | setup WS, ns | instances | power (mW) |
|---|---|---|---|---|
| 3_5_place_dp | 0.543 | 0.889 | 290 | 1.04 |
| 2_1_floorplan | 0.505 | 1.29 | 181 | 0.987 |
| 6_report | 0.551 | 1.21 | 305 | 1.56 |
| 5_1_grt | 0.572 | 1.04 | 305 | 1.62 |
| 4_1_cts | 0.558 | 1.25 | 305 | 1.57 |
| 3_3_place_gp | 0.545 | 0.897 | 290 | 1.04 |
-- logic make-up after synthesis --
family                 Yosys count  share of synthesized area (%)
flip-flops                      72                           73.3
AND/OR/NAND/NOR                 34                           5.33
multiplexers                    32                           11.3
AND-OR/OR-AND                   24                           6.34
buffers and inverters           19                           3.79
-- worst max-delay path, cell delays in order --
cell,delay [ns]
sky130_fd_sc_hd__clkdlybuf4s50_1,0.66
sky130_fd_sc_hd__or3b_1,0.49
sky130_fd_sc_hd__nor2_1,0.57
-- cells in the final DEF (no fill, tap or decap) --
| master | instances |
|---|---|
| sky130_fd_sc_hd__nand2b_1 | 3 |
| sky130_fd_sc_hd__buf_4 | 3 |
| sky130_fd_sc_hd__buf_2 | 1 |
| sky130_fd_sc_hd__o22ai_1 | 8 |
| sky130_fd_sc_hd__clkbuf_1 | 2 |
| sky130_fd_sc_hd__inv_1 | 8 |
| sky130_fd_sc_hd__o41a_1 | 8 |
| sky130_fd_sc_hd__nor2_1 | 23 |
| sky130_fd_sc_hd__or3b_1 | 1 |
| sky130_fd_sc_hd__clkinv_1 | 1 |
| sky130_fd_sc_hd__dfxtp_1 | 8 |
| sky130_fd_sc_hd__edfxtp_1 | 64 |
| sky130_fd_sc_hd__a21oi_1 | 8 |
| sky130_fd_sc_hd__nand3b_1 | 1 |
| sky130_fd_sc_hd__clkbuf_8 | 12 |
| sky130_fd_sc_hd__clkdlybuf4s50_1 | 20 |
| sky130_fd_sc_hd__or2_2 | 1 |
| sky130_fd_sc_hd__mux2i_1 | 32 |
| sky130_fd_sc_hd__nand2_1 | 3 |
| sky130_fd_sc_hd__nor4_2 | 2 |
-- report_power, final --
part | internal, mW | leakage, nW | switching, mW
Clock | 0.293 | 0.0902 | 0.247
Combinational | 0.0485 | 0.399 | 0.0600
Sequential | 0.906 | 0.645 | 0.00646
-- area by class of cell --
cell class	count	area [µm²]
Clock buffer	14	173
Clock inverter	1	3.75
Fill cell	602	3530
Inverter	8	30.0
Multi-Input combinational cell	90	664
Sequential cell	72	2080
Tap cell	96	120
Timing Repair Buffer	24	228
-- how the worst min path moves through the flow --
| stage | startpoint | endpoint | slack (ns) | depth (start not counted) |
|---|---|---|---|---|
| CTS | dout[6]$_SDFFE_PP0N_ | dout[6]$_SDFFE_PP0N_ | 0.56 | 3 |
| global route | dout[6]$_SDFFE_PP0N_ | dout[6]$_SDFFE_PP0N_ | 0.57 | 3 |
| finish | dout[6]$_SDFFE_PP0N_ | dout[6]$_SDFFE_PP0N_ | 0.55 | 3 |
Power and IR drop assume default switching activity.
